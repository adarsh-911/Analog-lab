==> ./run.sh <==
#!/bin/bash
# OpenROAD 26Q1-2900-gdf79404cd8, Yosys 0.63+post, stock flow scripts
make -C /OpenROAD-flow-scripts/flow DESIGN_CONFIG=/design/flow/config.mk WORK_HOME=/design/flow/orfs finish
==> ./config.mk <==
export PLATFORM = sky130hd
export DESIGN_NAME = hk_mash111
export DESIGN_NICKNAME = hk_mash111
export VERILOG_FILES = /design/flow/design.v
export SDC_FILE = /design/flow/constraint.sdc
export NUM_CORES = 4
export LEC_CHECK = 1
export CORE_UTILIZATION = 30
==> ./constraint.sdc <==
current_design hk_mash111

set clk_period 3.9
set clk_io_pct 0.2

create_clock -name clk0 -period $clk_period [get_ports {clk}]

set non_clock_inputs [all_inputs -no_clocks]
set_input_delay [expr $clk_period * $clk_io_pct] -clock clk0 $non_clock_inputs
set_output_delay [expr $clk_period * $clk_io_pct] -clock clk0 [all_outputs]
==> ./design.v <==
`timescale  1ns / 1ps
module dff #(
    parameter WIDTH = 1,
    parameter WITH_RST = 0,
    parameter RST_VALUE = 0
) (
    input clk,
    input rst_n,
    input [WIDTH-1:0] D,
    output reg [WIDTH-1:0] Q=0,
    output [WIDTH-1:0] Qn
);
    generate
        if (WITH_RST) begin 
            always @(posedge clk or negedge rst_n) begin
                if (!rst_n) begin
                    Q <= {WIDTH{RST_VALUE[0]}};
                end else begin
                    Q <= D;
                end
            end
        end else begin
            always @(posedge clk) begin
                Q <= D;
            end
        end
    endgenerate
    assign Qn = ~Q;
endmodule
`timescale  1ns / 1ps
module hk_efm #(
    parameter WIDTH = 24,
    parameter A_GAIN = 1,
    parameter OUT_REG = 0
) (
    input clk,
    input rst_n,
    input [WIDTH-1:0] x_i,
    output y_o,
    output [WIDTH-1:0] e_o
);
    wire [WIDTH:0] sum;
    reg [WIDTH:0] sum_r;
    assign sum = x_i + sum_r[WIDTH-1:0] + {A_GAIN{sum_r[WIDTH]}};
    always @(posedge clk or negedge rst_n) begin
        if (!rst_n) begin
            sum_r <= 'b0;
        end else begin
            sum_r <= sum;
        end
    end
    assign y_o = sum_r[WIDTH];
    generate
        if (OUT_REG) begin
            assign e_o = sum_r[WIDTH-1:0];
        end else begin
            assign e_o = sum[WIDTH-1:0];
        end
    endgenerate
endmodule
`timescale  1ns / 1ps
module hk_mash111 #(
    parameter WIDTH = 9,
    parameter A_GAIN = 2,
    parameter OUT_REG = 1
) (
    input clk,
    input rst_n,
    input [WIDTH-1:0] x_i,
    output [3:0] y_o,
    output [WIDTH-1:0] e_o
);
    wire [WIDTH-1:0] x_i_1;
    wire [WIDTH-1:0] e_o_1;
    wire y_o_1;
    wire [WIDTH-1:0] x_i_2;
    wire [WIDTH-1:0] e_o_2;
    wire y_o_2;
    wire [WIDTH-1:0] x_i_3;
    wire [WIDTH-1:0] e_o_3;
    wire y_o_3;
    wire y1_i;
    wire y2_i;
    wire y3_i;
    assign x_i_1 = x_i;
    assign x_i_2 = e_o_1;
    assign x_i_3 = e_o_2;
    assign e_o = e_o_3;
    hk_efm #(
        .WIDTH ( WIDTH ),
        .A_GAIN( A_GAIN ),
        .OUT_REG ( OUT_REG ))
    u_hk_efm_1 (
        .clk                     ( clk     ),
        .rst_n                   ( rst_n   ),
        .x_i                     ( x_i_1   ),
        .y_o                     ( y_o_1   ),
        .e_o                     ( e_o_1   )
    );
    hk_efm #(
        .WIDTH ( WIDTH ),
        .A_GAIN( A_GAIN ),
        .OUT_REG ( OUT_REG ))
    u_hk_efm_2 (
        .clk                     ( clk     ),
        .rst_n                   ( rst_n   ),
        .x_i                     ( x_i_2   ),
        .y_o                     ( y_o_2   ),
        .e_o                     ( e_o_2   )
    );
    hk_efm #(
        .WIDTH ( WIDTH ),
        .A_GAIN( A_GAIN ),
        .OUT_REG ( OUT_REG ))
    u_hk_efm_3 (
        .clk                     ( clk     ),
        .rst_n                   ( rst_n   ),
        .x_i                     ( x_i_3   ),
        .y_o                     ( y_o_3   ),
        .e_o                     ( e_o_3   )
    );
    ncl #(
        .OUT_REG ( 1 ))
    u_ncl (
        .clk                     ( clk     ),
        .rst_n                   ( rst_n   ),
        .y1_i                    ( y1_i    ),
        .y2_i                    ( y2_i    ),
        .y3_i                    ( y3_i    ),
        .y_o                     ( y_o     )
    );
    generate
        if (OUT_REG) begin
            wire y1_reg_0;
            wire y1_reg_1;
            wire y2_reg_0;
            dff #(
                .WIDTH     ( 1 ),
                .WITH_RST  ( 0 ),
                .RST_VALUE ( 0 ))
            u0_dff (
                .clk                     ( clk    ),
                .rst_n                   ( rst_n  ),
                .D                       ( y_o_1   ),
                .Q                       ( y1_reg_0 )
            );
            dff #(
                .WIDTH     ( 1 ),
                .WITH_RST  ( 0 ),
                .RST_VALUE ( 0 ))
            u1_dff (
                .clk                     ( clk    ),
                .rst_n                   ( rst_n  ),
                .D                       ( y1_reg_0   ),
                .Q                       ( y1_reg_1 )
            );
            dff #(
                .WIDTH     ( 1 ),
                .WITH_RST  ( 0 ),
                .RST_VALUE ( 0 ))
            u2_dff (
                .clk                     ( clk    ),
                .rst_n                   ( rst_n  ),
                .D                       ( y_o_2   ),
                .Q                       ( y2_reg_0 )
            );
            assign y1_i = y1_reg_1;
            assign y2_i = y2_reg_0;
            assign y3_i = y_o_3;
        end else begin
            assign y1_i = y_o_1;
            assign y2_i = y_o_2;
            assign y3_i = y_o_3;
        end
    endgenerate
endmodule
`timescale  1ns / 1ps
module ncl #(
    parameter OUT_REG = 1
)(
    input clk,
    input rst_n,
    input y1_i,
    input y2_i,
    input y3_i,
    output [3:0] y_o
);
    wire signed [2:0] c1;
    wire signed [3:0] c2;
    wire signed [0:0] c0_reg;
    wire signed [2:0] c1_reg; 
    wire signed [3:0] c2_reg;
    assign c1 = y2_i + y3_i - c0_reg;
    assign c2 = y1_i + {c1[2], c1} - {c1_reg[2], c1_reg};
    dff #(
        .WIDTH     ( 1 ),
        .WITH_RST  ( 0 ),
        .RST_VALUE ( 0 ))
    u0_dff (
        .clk   ( clk    ),
        .rst_n ( rst_n  ),
        .D     ( y3_i   ),
        .Q     ( c0_reg ),
        .Qn    (        )
    );
    dff #(
        .WIDTH     ( 3 ),
        .WITH_RST  ( 0 ),
        .RST_VALUE ( 0 ))
    u1_dff (
        .clk   ( clk    ),
        .rst_n ( rst_n  ),
        .D     ( c1     ),
        .Q     ( c1_reg ),
        .Qn    (        )
    );
    dff #(
        .WIDTH     ( 4 ),
        .WITH_RST  ( 0 ),
        .RST_VALUE ( 0 ))
    u2_dff (
        .clk   ( clk    ),
        .rst_n ( rst_n  ),
        .D     ( c2     ),
        .Q     ( c2_reg ),
        .Qn    (        )
    );
    generate
        if (OUT_REG) begin
            assign y_o = c2_reg;
        end else begin
            assign y_o = c2;
        end
    endgenerate
endmodule
==> CHANGELOG.md <==
## Flow update

- Outcome: completed
- Max-cap viol count: 0
- Final-report setup violation count: 0
- Die area: roughly 0.0090 sq mm
- Max Slew Vio Count: 0
- Placed cells: 355
- Vias per cell: 4.57
- Site row count: 33
- Clock Skews: about 0.0033 ns
- RSZ-0062 raised after global routing: false
- Cell count after synthesis: approximately 230
- Final worst path period share: roughly 75%
- Die extent in x: 95.0 um
- Vias: around 1700
- Vias in the first global route: approximately 1700
- Worst Setup End Kind: register
- Final hold violations: 0
- Clock latency (worst-skew pair): around 0.29 ns
- Logic area: 0.00153 sq mm
- Register share after synthesis: ~37%
- Yosys Chip Area: about 0.0026 sq mm
- Register bit total from synthesis: slightly above 40
- Most numerous logic cells after layout: ha_1, dfrtp_1, inv_1
- Area of the mapped netlist: 0.00259 sq mm
- Critical path's slowest cell: fa_1
- Routability Congestion: about 0.81
- Min-delay worst type: register to register
- Detailed Route Iter0 Violations: about 45
- Post-synth tally of flip-flops with integrated enable: 0
- Req. time, crit path: 4.07 ns
- PostCTS Resize Cnt: 0
- Post-DP HPWL: 3430 um
- Grt ovf: 0
- Core Footprint: approximately 0.0083 sq mm
- Ant. Diodes: 0
- Area grow syn2layout: 18.7%
- Crit path kind: primary input to register
- Wire length per cell: around 12 um
- IO Port Bufs: 23
- # DRC: 0
- GR Util All Layers: between 10% and 20%
- Bufs on Longest Clock Path: 2
- Syn avg cell area: 11.5 sq um
- Post-CTS Hold Buffers: 0
- Asr flop ratio synth: about 73%
- CP Buf/Inv Count: 1
- Fp util: between 30 and 40%
- Tool warning count: 25
- CTS clk-pin slew, worst paths: ~0.08 ns
- Antenna violations before repair: 0
- CTS tree: yes
- Startpoint Class: primary input
- CP cell instances: clkdlybuf4s50_1 > fa_1 > ha_1 > fa_1 > a21o_1 > a21oi_1 > o31ai_1 > xor2_1
- Register area: a little under 0.001 sq mm
- Htree depth: 2
- Slew margin rel.: 73.7%
- Largest net degree at the start of global routing: 31
- Ratio of cells with drive above 1 in the final layout: roughly 4.3%
- Warnings from Yosys: 4
- Clock Sinks: slightly above 40
- Slew @ Worst Pin: ~0.4 ns
- Die y size: 95.0 um
- Total clock buffers created by CTS: 5
- Arrival @ worst endpoint: between 3 and 4 ns
- Min cycle time layout: 2.91 ns
- Setup TNS: 0 ns
- Ys cells: between 200 and 250
- Top cell by count, worst path: fa_1
- Post-CTS Setup Inserts: 0
- Dominant synthesized flop cell: dfrtp_1
- IO Pins: 24
- Most numerous logic cell after layout: ha_1
- Slowest stage delay, CP: 0.48 ns
- DRT Wirelength: around 4200 um
- First-pass GRT wire length: 7510 um
- Worst-path maximum fanout: 3
- Antenna viol nets, final: 0
- Final std cells w/o fill: between 300 and 400
- Crit-path leading delay family: adder cells
- Clock Tree Root: clkbuf_8
- Fillers: about 810
- Synth cell types: 31
- F_max: roughly 340 MHz
- First drt pass iteration count: 4
## final cells by class
class	count	share of cell area (%)
tap	105	4.27
clock inverter	1	0.976
sequential	41	31.5
clock buffer	7	2.80
timing repair buffer	24	7.72
inverter	25	3.05
multi-input combinational	160	49.6
## state kept, by name, indices dropped and copies added (netlist names)
name / flops
u_hk_efm_2.sum_r: 10
u_ncl.u0_dff.Q: 1
u_ncl.u2_dff.Q: 4
genblk1.u1_dff.Q: 1
u_hk_efm_1.sum_r: 10
genblk1.u0_dff.Q: 1
u_hk_efm_3.sum_r: 10
u_ncl.u1_dff.Q: 3
genblk1.u2_dff.Q: 1
## worst paths after layout
| kind | start | endpoint | slack, ns | depth (start not counted) |
|---|---|---|---|---|
| min | genblk1.u0_dff.Q$_DFF_P_ | genblk1.u1_dff.Q$_DFF_P_ | 0.33 | 0 |
| min in group asynchronous | rst_n | u_hk_efm_3.sum_r[7]$_DFF_PN0_ | 0.87 | 2 |
| max reg2reg | u_hk_efm_1.sum_r[1]$_DFF_PN0_ | u_hk_efm_2.sum_r[9]$_DFF_PN0_ | 1.39 | 7 |
| max in group asynchronous | rst_n | u_hk_efm_1.sum_r[5]$_DFF_PN0_ | 2.74 | 2 |
| min reg2reg | genblk1.u0_dff.Q$_DFF_P_ | genblk1.u1_dff.Q$_DFF_P_ | 0.33 | 0 |
| max | x_i[1] | u_hk_efm_1.sum_r[9]$_DFF_PN0_ | 0.99 | 8 |
## cells in the mapped netlist (2+ instances only)
cell / count / area [sq um]
ha_1: 54 / 676
nand3_1: 4 / 20.0
o21bai_1: 2 / 15.0
a221oi_1: 2 / 17.5
xnor2_1: 8 / 70.1
a21oi_1: 14 / 70.1
and4b_1: 2 / 20.0
nand2_1: 12 / 45.0
dfxtp_1: 11 / 220
nor2b_1: 2 / 12.5
inv_1: 25 / 93.8
nor2_1: 2 / 7.51
fa_1: 10 / 200
o21ai_0: 2 / 10.0
xor2_1: 11 / 96.3
o31ai_1: 2 / 15.0
a211oi_1: 2 / 15.0
nor3_1: 5 / 25.0
o21ai_1: 4 / 20.0
a21o_1: 7 / 52.6
dfrtp_1: 30 / 751
mux2i_1: 5 / 50.1
o21a_1: 2 / 15.0
## cells by family after synthesis
logic type / synth area share, %
compound gates: 10.9
xor+xnor: 6.42
fa+ha+maj: 33.8
buf+inv: 3.62
flops: 37.5
mux: 1.93
simple gates: 5.89
## layer usage
| metal | GRT usage (%) | vias to the layer above | share of wire, % |
|---|---|---|---|
| li1 | - | 851 | - |
| met1 | 15.7 | 773 | 49 |
| met2 | 17.9 | 26 | 46 |
| met3 | 1.88 | 8 | 3.2 |
| met4 | 1.26 | 0 | 1.5 |
| met5 | 0 | - | 0 |
## per-stage QoR
stage	hold WS (ns)	cell area, sq um	util [%]	setup slack, ns
2_1_floorplan	0.310	2590	-	1.24
3_3_place_gp	0.313	2960	35.7	0.699
3_5_place_dp	0.312	2960	35.7	0.676
4_1_cts	0.331	3080	37.1	0.990
5_1_grt	0.342	3080	37.1	0.857
6_report	0.332	3080	37.1	0.993
