[flow/run.sh]
#!/bin/bash
# OpenROAD 26Q1-2900-gdf79404cd8, Yosys 0.63+post, stock flow scripts
make -C /OpenROAD-flow-scripts/flow DESIGN_CONFIG=/design/flow/config.mk WORK_HOME=/design/flow/orfs finish
[flow/config.mk]
export PLATFORM = sky130hd
export DESIGN_NAME = hk_mash111_dithered
export DESIGN_NICKNAME = hk_mash111_dithered
export VERILOG_FILES = /design/flow/design.v
export SDC_FILE = /design/flow/constraint.sdc
export NUM_CORES = 4
export LEC_CHECK = 1
export CORE_UTILIZATION = 50
[flow/design.v]
`timescale  1ns / 1ps
module dff #(
    parameter WIDTH = 1,
    parameter WITH_RST = 0,
    parameter RST_VALUE = 0
) (
    input clk,
    input rst_n,
    input [WIDTH-1:0] D,
    output reg [WIDTH-1:0] Q=0,
    output [WIDTH-1:0] Qn
);
    generate
        if (WITH_RST) begin 
            always @(posedge clk or negedge rst_n) begin
                if (!rst_n) begin
                    Q <= {WIDTH{RST_VALUE[0]}};
                end else begin
                    Q <= D;
                end
            end
        end else begin
            always @(posedge clk) begin
                Q <= D;
            end
        end
    endgenerate
    assign Qn = ~Q;
endmodule
`timescale  1ns / 1ps
module hk_efm #(
    parameter WIDTH = 24,
    parameter A_GAIN = 1,
    parameter OUT_REG = 0
) (
    input clk,
    input rst_n,
    input [WIDTH-1:0] x_i,
    output y_o,
    output [WIDTH-1:0] e_o
);
    wire [WIDTH:0] sum;
    reg [WIDTH:0] sum_r;
    assign sum = x_i + sum_r[WIDTH-1:0] + {A_GAIN{sum_r[WIDTH]}};
    always @(posedge clk or negedge rst_n) begin
        if (!rst_n) begin
            sum_r <= 'b0;
        end else begin
            sum_r <= sum;
        end
    end
    assign y_o = sum_r[WIDTH];
    generate
        if (OUT_REG) begin
            assign e_o = sum_r[WIDTH-1:0];
        end else begin
            assign e_o = sum[WIDTH-1:0];
        end
    endgenerate
endmodule
`timescale 1ns / 1ps
module hk_mash111_dithered #(
    parameter WIDTH = 9,
    parameter A_GAIN = 2,
    parameter OUT_REG = 1,
    parameter DITHER_WIDTH = 3
) (
    input clk,
    input rst_n,
    input  [WIDTH-1:0] x_i,
    output [3:0]       y_o,
    output [WIDTH-1:0] e_o
);
    wire [WIDTH-1:0] x_i_1;
    wire [WIDTH-1:0] e_o_1;
    wire             y_o_1;
    wire [WIDTH-1:0] x_i_2_dithered;
    wire [WIDTH-1:0] e_o_2;
    wire             y_o_2;
    wire [WIDTH-1:0] x_i_3;
    wire [WIDTH-1:0] e_o_3;
    wire             y_o_3;
    wire             y1_i;
    wire             y2_i;
    wire             y3_i;
    reg  [DITHER_WIDTH-1:0] lfsr_reg;
    wire [DITHER_WIDTH-1:0] lfsr_next;
    wire                    feedback;
    assign feedback   = lfsr_reg[DITHER_WIDTH-1] ^ lfsr_reg[DITHER_WIDTH-2];
    assign lfsr_next  = {lfsr_reg[DITHER_WIDTH-2:0], feedback};
    always @(posedge clk or negedge rst_n) begin
        if (!rst_n)
            lfsr_reg <= {DITHER_WIDTH{1'b1}};  
        else
            lfsr_reg <= lfsr_next;
    end
    wire signed [WIDTH-1:0] dither_signed = 
        {{(WIDTH-DITHER_WIDTH){1'b0}}, lfsr_reg} - (1 << (DITHER_WIDTH - 1));
    assign x_i_1          = x_i;
    assign x_i_2_dithered = e_o_1 + dither_signed;
    assign x_i_3          = e_o_2;
    assign e_o            = e_o_3;
    hk_efm #(
        .WIDTH   ( WIDTH ),
        .A_GAIN  ( A_GAIN ),
        .OUT_REG ( OUT_REG )
    ) u_hk_efm_1 (
        .clk   ( clk   ),
        .rst_n ( rst_n ),
        .x_i   ( x_i_1 ),
        .y_o   ( y_o_1 ),
        .e_o   ( e_o_1 )
    );
    hk_efm #(
        .WIDTH   ( WIDTH ),
        .A_GAIN  ( A_GAIN ),
        .OUT_REG ( OUT_REG )
    ) u_hk_efm_2 (
        .clk   ( clk            ),
        .rst_n ( rst_n          ),
        .x_i   ( x_i_2_dithered ),
        .y_o   ( y_o_2          ),
        .e_o   ( e_o_2          )
    );
    hk_efm #(
        .WIDTH   ( WIDTH ),
        .A_GAIN  ( A_GAIN ),
        .OUT_REG ( OUT_REG )
    ) u_hk_efm_3 (
        .clk   ( clk   ),
        .rst_n ( rst_n ),
        .x_i   ( x_i_3 ),
        .y_o   ( y_o_3 ),
        .e_o   ( e_o_3 )
    );
    ncl #(
        .OUT_REG( 1 )
    ) u_ncl (
        .clk   ( clk   ),
        .rst_n ( rst_n ),
        .y1_i  ( y1_i  ),
        .y2_i  ( y2_i  ),
        .y3_i  ( y3_i  ),
        .y_o   ( y_o   )
    );
    wire y1_reg_0;
    wire y1_reg_1;
    wire y2_reg_0;
    generate
        if (OUT_REG) begin
            dff #(
                .WIDTH     ( 1 ),
                .WITH_RST  ( 0 ),
                .RST_VALUE ( 0 )
            ) u0_dff (
                .clk   ( clk      ),
                .rst_n ( rst_n    ),
                .D     ( y_o_1    ),
                .Q     ( y1_reg_0 )
            );
            dff #(
                .WIDTH     ( 1 ),
                .WITH_RST  ( 0 ),
                .RST_VALUE ( 0 )
            ) u1_dff (
                .clk   ( clk      ),
                .rst_n ( rst_n    ),
                .D     ( y1_reg_0 ),
                .Q     ( y1_reg_1 )
            );
            dff #(
                .WIDTH     ( 1 ),
                .WITH_RST  ( 0 ),
                .RST_VALUE ( 0 )
            ) u2_dff (
                .clk   ( clk      ),
                .rst_n ( rst_n    ),
                .D     ( y_o_2    ),
                .Q     ( y2_reg_0 )
            );
            assign y1_i = y1_reg_1;
            assign y2_i = y2_reg_0;
            assign y3_i = y_o_3;
        end else begin
            assign y1_i = y_o_1;
            assign y2_i = y_o_2;
            assign y3_i = y_o_3;
        end
    endgenerate
endmodule
`timescale  1ns / 1ps
module ncl #(
    parameter OUT_REG = 1
)(
    input clk,
    input rst_n,
    input y1_i,
    input y2_i,
    input y3_i,
    output [3:0] y_o
);
    wire signed [2:0] c1;
    wire signed [3:0] c2;
    wire signed [0:0] c0_reg;
    wire signed [2:0] c1_reg; 
    wire signed [3:0] c2_reg;
    assign c1 = y2_i + y3_i - c0_reg;
    assign c2 = y1_i + {c1[2], c1} - {c1_reg[2], c1_reg};
    dff #(
        .WIDTH     ( 1 ),
        .WITH_RST  ( 0 ),
        .RST_VALUE ( 0 ))
    u0_dff (
        .clk   ( clk    ),
        .rst_n ( rst_n  ),
        .D     ( y3_i   ),
        .Q     ( c0_reg ),
        .Qn    (        )
    );
    dff #(
        .WIDTH     ( 3 ),
        .WITH_RST  ( 0 ),
        .RST_VALUE ( 0 ))
    u1_dff (
        .clk   ( clk    ),
        .rst_n ( rst_n  ),
        .D     ( c1     ),
        .Q     ( c1_reg ),
        .Qn    (        )
    );
    dff #(
        .WIDTH     ( 4 ),
        .WITH_RST  ( 0 ),
        .RST_VALUE ( 0 ))
    u2_dff (
        .clk   ( clk    ),
        .rst_n ( rst_n  ),
        .D     ( c2     ),
        .Q     ( c2_reg ),
        .Qn    (        )
    );
    generate
        if (OUT_REG) begin
            assign y_o = c2_reg;
        end else begin
            assign y_o = c2;
        end
    endgenerate
endmodule
[flow/constraint.sdc]
current_design hk_mash111_dithered

set clk_period 6.6
set clk_io_pct 0.2

create_clock -name clk0 -period $clk_period [get_ports {clk}]

set non_clock_inputs [all_inputs -no_clocks]
set_input_delay [expr $clk_period * $clk_io_pct] -clock clk0 $non_clock_inputs
set_output_delay [expr $clk_period * $clk_io_pct] -clock clk0 [all_outputs]
==> out/qor.rpt <==
FINAL TIMING
--------------------------------------------------------------------------------------------------
RSZ-0062 raised after global routing                                                            no
Normalized max-slew margin                                                                   0.711
Slew @ Worst Pin                                                                          0.432 ns
Max Clock Skew                                                                          0.00827 ns
Number of endpoints with negative hold slack in the final report                                 0
Pins Over Slew Limit                                                                             0
Post-route setup TNS                                                                          0 ns
Min cycle time layout                                                                      3.46 ns
Tcrit/Tclk final                                                                             0.524
Final tally of setup violations                                                                  0
Fmax                                                                                       289 MHz
Final worst-path setup slack                                                               3.14 ns

CTS
--------------------------------------------------------------------------------------------------
# hold bufs at CTS                                                                               0
Inserted Clock Buffers                                                                           5
H-tree depth reported by CTS                                                                     2
Number of cells upsized or downsized after cts                                                   0
Clock transition time at the flip-flop clock pins of the worst setup and hold paths        0.09 ns
CTS root buf                                                                          sky130_fd_sc_hd__clkbuf_8
Clock tree sinks                                                                                44
Clock tree from TritonCTS                                                                     done
Clock latency of the later-clocked register in the worst-skew pair                         0.30 ns
Deepest clock path buffer count                                                                  2
Setup Buffers After CTS                                                                          0

DRT
--------------------------------------------------------------------------------------------------
Highest routed layer                                                                          met4
Count of TritonRoute iterations in the first routing pass                                        4
Count of unresolved DRC violations after routing                                                 0
Ratio of routed vias to standard cells                                                        5.14
Number of antenna repair diodes                                                                  0
Starting DRT DRC Count                                                                          60
Met3 WL                                                                                     146 µm
Detailed-routed wire length on met2                                                        2010 µm
Overall routed net length                                                                  4830 µm
Vias after detailed routing                                                                  1,977
Met1 layer wirelength in the final routing                                                 2640 µm
Number of nets still failing antenna checks after routing                                        0
Post-DR wirelength/cell                                                                    12.6 µm

DIE
--------------------------------------------------------------------------------------------------
Die outline height                                                                         79.9 µm
Row Count                                                                                       27
Core region area                                                                          5680 µm²
Core utilization before placement                                                            0.534
Die Outline Area                                                                          6380 µm²
I/O pin count                                                                                   24
Overall die width                                                                          79.9 µm

HOLD PATH
--------------------------------------------------------------------------------------------------
Classification of the worst-slack hold path                                           register to register

GLOBAL ROUTING
--------------------------------------------------------------------------------------------------
Wire length of the first global-routing pass                                               8330 µm
Total gr overflow                                                                                0
Via count of the first global-routing pass                                                   1,871
Overall Global Routing Usage                                                                 0.175
Pin count of the biggest net entering global routing                                            34
Number of antenna violations at the first check in global routing                                0

CRITICAL PATH
--------------------------------------------------------------------------------------------------
Data arrival at the endpoint of the critical path                                          3.65 ns
Crit path cell chain                                                                  clkdlybuf4s50_1 -> fa_1 -> ha_1 -> fa_1 -> a21o_1 -> a21oi_1 -> o21ai_0 -> xor2_1
Kind of cell with the highest combined delay on the critical path                      adder cells
Category of the worst setup path launch point                                         primary input
Peak fanout along the critical path                                                              3
Crit Path Class                                                                       primary input to register
Crit path capture type                                                                    register
Crit path top cell by count                                                           sky130_fd_sc_hd__fa_1
Number of buffers and inverters on the critical path                                             1
Largest stage delay on the critical path                                                   0.48 ns
CP max stage cell                                                                     sky130_fd_sc_hd__fa_1
Required time of the critical path                                                         6.79 ns

FINISH
--------------------------------------------------------------------------------------------------
Area of all sequential standard cells                                                     1050 µm²
Synth-to-Final Area Change                                                                   14.5%
Most frequent logic cell in the layout                                                sky130_fd_sc_hd__ha_1
Layout cells sized above 1                                                                  0.0447
Largest registers                                                                     u_hk_efm_1.sum_r: 10 flops, u_hk_efm_2.sum_r: 10 flops, u_hk_efm_3.sum_r: 10 flops
Most frequently placed logic cells in the final layout                                sky130_fd_sc_hd__ha_1 (62), sky130_fd_sc_hd__inv_1 (34), sky130_fd_sc_hd__dfrtp_1 (30)
Total area of multi-input combinational cells                                             1850 µm²
Non-filler cells in the finished layout                                                        385
Filler Cell Count                                                                              472

YOSYS
--------------------------------------------------------------------------------------------------
Number of storage elements in the synthesis netlist                                             44
Chip Area, Yosys                                                                          3030 µm²
Number of standard cells reported by yosys                                                     281
Fraction of the yosys area taken by sequential cells                                         0.346
Synth Instances                                                                                281
Total of warnings raised by yosys                                                                5
Synthesized area per cell                                                                 10.8 µm²
Summed instance area of the synthesized netlist                                           3030 µm²
Post-synthesis cell type count                                                                  29

PLACE
--------------------------------------------------------------------------------------------------
Final estimated routing congestion in global placement                                       0.841
Count of buffers from port buffering                                                            23
Cell count after placement                                                                     377
Pre-CTS WS                                                                                 2.81 ns
Half-perimeter wire length of the detailed placement result                                3880 µm

JOB
--------------------------------------------------------------------------------------------------
Total number of warnings across the stage logs                                                  26
Number of maximum-capacitance constraint violations                                              0

RUN STATUS
--------------------------------------------------------------------------------------------------
Result of the run                                                                        completed

==> metrics by stage <==
step | hold slack [ns] | area [µm²] | utilization
2_1_floorplan | 0.310 | 3030 | -
3_3_place_gp | 0.310 | 3360 | 0.592
3_5_place_dp | 0.312 | 3360 | 0.592
4_1_cts | 0.334 | 3470 | 0.612
5_1_grt | 0.337 | 3470 | 0.612
6_report | 0.333 | 3470 | 0.612
==> synth_stat cells, drive strengths merged <==
library cell / count / share of area
ha: 62 / 0.26
inv: 34 / 0.042
dfrtp: 30 / 0.25
a21oi: 23 / 0.038
xnor2: 16 / 0.046
nand2: 15 / 0.019
xor2: 12 / 0.035
dfxtp: 11 / 0.073
fa: 11 / 0.073
a21o: 8 / 0.020
o21ai: 8 / 0.013
mux2i: 6 / 0.020
nand3: 6 / 0.0099
nor3: 6 / 0.012
nor2: 5 / 0.0062
a211oi: 4 / 0.0099
o21bai: 4 / 0.0099
and4b: 3 / 0.0099
dfstp: 3 / 0.026
nor2b: 3 / 0.0062
o21a: 3 / 0.0074
o31ai: 3 / 0.0074
a2111o: 1 / 0.0037
a221oi: 1 / 0.0029
a31oi: 1 / 0.0021
nand2b: 1 / 0.0021
nand4b: 1 / 0.0029
==> metal layers <==
| metal | GRT usage | vias up |
|---|---|---|
| li1 | - | 1034 |
| met1 | 0.296 | 912 |
| met2 | 0.254 | 26 |
| met3 | 0.0278 | 5 |
| met4 | 0.0179 | 0 |
| met5 | 0 | - |
==> cells by family after synthesis <==
group / Yosys count / share of synthesized area
AOI/OAI and AO/OA: 56 / 0.114
xor gates and xnor gates: 28 / 0.0809
and+or+nand+nor: 40 / 0.0681
muxes: 6 / 0.0198
DFF: 44 / 0.346
buffers and inverters: 34 / 0.0421
adders and majority gates: 73 / 0.329
==> worst paths after layout <==
check / slack, ns / endpoint / cells past startpoint / from
max in group asynchronous: 4.83 / lfsr_reg[1] / 2 / rst_n
min reg2reg: 0.33 / genblk1.u1_dff.Q / 0 / genblk1.u0_dff.Q
max reg2reg: 3.25 / u_hk_efm_2.sum_r[8] / 12 / lfsr_reg[2]
max: 3.14 / u_hk_efm_1.sum_r[7] / 8 / x_i[1]
min in group asynchronous: 1.42 / u_hk_efm_3.sum_r[2] / 2 / rst_n
min: 0.33 / genblk1.u1_dff.Q / 0 / genblk1.u0_dff.Q
==> area by class of cell <==
class | count | share of cell area
tap | 72 | 0.0260
inverter | 34 | 0.0368
clock buffer | 6 | 0.0270
clock inverter | 2 | 0.00505
multi-input combinational | 203 | 0.534
timing repair buffer | 24 | 0.0685
sequential | 44 | 0.302
